## ./config.mk

```make
export PLATFORM = sky130hd
export DESIGN_NAME = AND
export DESIGN_NICKNAME = AND
export VERILOG_FILES = /design/flow/design.v
export SDC_FILE = /design/flow/constraint.sdc
export NUM_CORES = 4
export LEC_CHECK = 1
export CORE_AREA = 10 10 70 70
export DIE_AREA = 0 0 80 80
```

## ./design.v

```verilog
module AND(i0,i1,result);
  parameter n = 16;
  input[n-1:0] i0,i1;
  output[n-1:0] result; 
  assign result = (i0 & i1);
endmodule 
```

## ./constraint.sdc

```tcl
current_design AND

set clk_period 1.0
set clk_io_pct 0.2

create_clock -name clk0 -period $clk_period

set non_clock_inputs [all_inputs -no_clocks]
set_input_delay [expr $clk_period * $clk_io_pct] -clock clk0 $non_clock_inputs
set_output_delay [expr $clk_period * $clk_io_pct] -clock clk0 [all_outputs]
```

## ./run.sh

```bash
#!/bin/bash
# OpenROAD 26Q1-2900-gdf79404cd8, Yosys 0.63+post, stock flow scripts
make -C /OpenROAD-flow-scripts/flow DESIGN_CONFIG=/design/flow/config.mk WORK_HOME=/design/flow/orfs finish
```

==> results.tsv <==
stage	metric	value	unit
cells_and_area	lay_top_count	dlygate4sd2_1	
detailed_routing	route.antenna.remaining_nets	0	
placement	port_buffers	48	
critical_path	crit_required	800	ps
power_and_ir_drop	power	0.123	mW
power_and_ir_drop	irDropWorstVdd	0.0000469	V
critical_path	cp_slowest_cell	dlygate4sd2_1	
floorplan	fp.dieH	80	µm
timing	fmax	1.07	GHz
logic_synthesis	synth_seq_share	0	%
cells_and_area	stdcell_area	526	µm²
timing	maxSlewViolCount	0	
placement	place_area	638	µm²
detailed_routing	num_vias	263	
timing	rsz0062_at_grt	false	
critical_path	cp_num_buf_inv	2	
placement	place_ws	-471	ps
cells_and_area	nFlopsAndLatches	0	
critical_path	startpoint	i1[5]	
timing	setup_viol	0	
job	drv_cap	0	
detailed_routing	drt-total-wl	1080	µm
logic_synthesis	yosys_warnings	0	
logic_synthesis	synth_area_leader_cell	and2_1	
global_route	grt_pass1_vias	290	
global_route	grt_overflow	0	
cells_and_area	areaGrowthSynthToFinish	425	%
logic_synthesis	synthCells	16	
floorplan	fp_util	2.93	%
cells_and_area	ff_latch_area	0	µm²
critical_path	crit_chain	dlygate4sd2_1 > and2_1 > clkdlybuf4s15_1	
global_route	grt_pass1_wl	1510	µm
critical_path	cp_top_family	buffers and inverters	
power_and_ir_drop	power.leakage	0.287	nW
status	run_status	finished, final reports clean	
logic_synthesis	syn-cell-area	100	µm²
critical_path	criticalPathCategory	in2out	
floorplan	fp.dieW	80	µm
logic_synthesis	top_cell_area_share	100	%
cells_and_area	fillers	422	
logic_synthesis	yosysChipArea	100	µm²
logic_synthesis	ys_cells	16	
cells_and_area	finalNonFillerCells	111	
placement	place.gp.congestion	0.713	
placement	dp_cells	110	
global_route	track_usage	2.93	%
timing	hold_violations	0	
placement	hpwlAfterDp	1070	µm
detailed_routing	first_pass_iters	2	
floorplan	dieArea	6400	µm²
logic_synthesis	syn_area_per_cell	6.26	µm²
logic_synthesis	synth.area.top_cells	and2_1 100%	
critical_path	start_kind	input pin	
cts	postCtsSetupRepairBufs	0	
cells_and_area	mostFrequentLayoutCells	32 x dlygate4sd2_1, 16 x and2_1, 15 x buf_2	
logic_synthesis	yosysUniqueCellTypes	1	
global_route	antenna_found_initial	1	
detailed_routing	drtIter0Drc	4	
power_and_ir_drop	power.density	234	nW/µm²
min_path	min_path_type	in2out	
timing	maxSlewHeadroom	96.5	%
timing	setup_ws	66.6	ps
detailed_routing	route.detailed.drc	0	
detailed_routing	viasPerCell	2.37	
critical_path	worst_ep_arrival_time	730	ps
timing	period_used_share	93.3	%
floorplan	num_rows	21	
timing	period_minus_slack	933	ps
min_path	hp-start	i0[1]	
job	warnings	32	
cells_and_area	drive_above_1_share	23.4	%
critical_path	cp_slowest_stage_delay	220	ps
detailed_routing	wl_per_cell	9.76	µm
global_route	grt_max_degree	2	
critical_path	worstPathMaxFanout	1	
floorplan	pin_count	48	
timing	whs	763	ps
floorplan	core_area	3420	µm²
critical_path	end_kind	output pin	
timing	worst_slew_pin_slew	51.9	ps
cells_and_area	nClkBuffers	0	
[logic make-up after synthesis]
family,Yosys count,synth area share (%)
and+or+nand+nor,16,100
[synthesized netlist by cell type (all sizes together)]
master and number:
and2 16
[what timing repair did]
| item | 4_1_cts | 5_1_grt |
|---|---|---|
| resized | 81 | 0 |
| endpoints found under the setup margin | 16 | 0 |
| hold buffers | 0 | 0 |
[routing by layer]
metal | track usage [%] | wire [µm] | up-vias
met5 | 0 | 0 | -
met4 | 0 | 0 | 0
met3 | 2.39 | 199 | 0
met2 | 4.49 | 461 | 27
met1 | 3.30 | 421 | 90
li1 | - | - | 146
[final timing paths]
kind | cells after the start | slack, ps | to
hold / removal | 3 | 760 | result[1]
setup / recovery | 3 | 70 | result[5]
[power breakdown]
part | internal (mW) | switching, mW | leakage (nW)
sequential | 0 | 0 | 0
combinational | 0.0999 | 0.0232 | 0.287
clock | 0.000000134 | 0 | 0.00000634
total | 0.0999 | 0.0232 | 0.287
[through the flow]
stage / TNS (ps) / util [%]
6_report: 0 / 15.4
5_1_grt: 0 / 15.4
4_1_cts: 0 / 15.3
3_5_place_dp: -6950 / 18.7
3_3_place_gp: -6880 / 18.7
2_1_floorplan: 0 / -
[layout make-up]
cell class | count | area (µm²) | share of cell area, %
diodes | 1 | 2.50 | 0.476
repair buffers | 48 | 365 | 69.5
well taps | 46 | 57.6 | 11.0
multi-input cells | 16 | 100 | 19.0
No activity file was given, so power comes from the tool's default toggle rates.
