## /design/flow/design.v

```verilog
module Add(A, B, Sum, flags); 
parameter N=16;
input [(N-1):0] A, B;
output [(N-1):0] Sum;
output [3:0] flags;
wire [N:0] result;
assign {flags[1],result} = A+B;
assign Sum = result;
assign flags[3] = result[N]; 
assign flags[2] = (Sum == 32'h00000000) ? 1:0; 
assign flags[0] = ((A[N-1] == B[N-1]) & (Sum[N-1] != A[N-1] ) ) ? 1:0; 
endmodule
```

## /design/flow/run.sh

```bash
#!/bin/bash
# OpenROAD 26Q1-2900-gdf79404cd8, Yosys 0.63+post, stock flow scripts
make -C /OpenROAD-flow-scripts/flow DESIGN_CONFIG=/design/flow/config.mk WORK_HOME=/design/flow/orfs finish
```

## /design/flow/config.mk

```make
export PLATFORM = sky130hd
export DESIGN_NAME = Add
export DESIGN_NICKNAME = Add
export VERILOG_FILES = /design/flow/design.v
export SDC_FILE = /design/flow/constraint.sdc
export NUM_CORES = 4
export LEC_CHECK = 1
export CORE_AREA = 10 10 70 70
export DIE_AREA = 0 0 80 80
```

## /design/flow/constraint.sdc

```tcl
current_design Add

set clk_period 12.6
set clk_io_pct 0.2

create_clock -name clk0 -period $clk_period

set non_clock_inputs [all_inputs -no_clocks]
set_input_delay [expr $clk_period * $clk_io_pct] -clock clk0 $non_clock_inputs
set_output_delay [expr $clk_period * $clk_io_pct] -clock clk0 [all_outputs]
```

==> ci_impl_report.md <==
## Synthesis and layout report

| Metric | Value |
|---|---|
| Status | `completed` |
| Crit path buf inv count | `2` |
| Arr. time, crit path | `about 6.3 ns` |
| Critical path class | `in2out` |
| Top cell area share | `21.48%` |
| Critical path's largest stage delay | `0.50 ns` |
| Critical Path RT | `roughly 10 ns` |
| Cell Area, Synth | `~930 um^2` |
| RSZ-0062 raised after global routing | `no` |
| CP endpoint kind | `output pin` |
| Pin count of the biggest net entering global routing | `9` |
| Port buffer count | `around 50` |
| Detail Placement HPWL | `roughly 2600 um` |
| Init Core Util | `27.29%` |
| Tool Warnings | `32` |
| Cell taking the most area after synthesis | `ha_1` |
| Max Transition Viols Final | `0` |
| Layout cells sized above 1 | `~7%` |
| Vertical die size | `roughly 80 um` |
| Core Area | `~0.0034 mm^2` |
| Tot GR Track Use | `just under 9%` |
| Seq/Total Area, Yosys | `0%` |
| Final setup viols | `0` |
| Avg WL per Cell | `roughly 14 um` |
| First-pass GRT wire length | `4899 um` |
| Worst-path maximum fanout | `3` |
| Num ports | `around 52` |
| Seq cells | `0` |
| Warnings, synthesis | `0` |
| Initial antenna violation count | `0` |
| Synth cell types | `between 40 and 50` |
| Placed cell area | `between 0.001 and 0.0015 mm^2` |
| CP top delay family | `simple AND/OR/NAND/NOR gates` |
| Gpl congestion | `about 0.90` |
| Total die size | `about 0.0064 mm^2` |
| CTS Hold Bufs | `0` |
| Via count | `around 1,100` |
| Rows | `21` |
| Top cells, area | `ha_1 21%, xnor2_1 5.6%, o21ai_0 5.4%, a21oi_1 4.8%, nor2_1 4.0%` |
| Syn-to-layout area delta | `58.12%` |
| Gr ovfl total | `0` |
| Vias in the first global route | `around 1,200` |
| Antenna viol nets, final | `0` |
| Tmin final | `between 8 and 9 ns` |
| 1st-iter DRT viols | `35` |
| Period utilization | `69.86%` |
| Critical Path Most Common Cell | `clkdlybuf4s50_1` |
| Yosys cell count | `122` |
| Slowest cell on crit path | `clkdlybuf4s50_1` |
| Design area | `~0.0015 mm^2` |
| Count leader, synth | `ha_1` |
| DIE WIDTH | `around 80 um` |
| Cells after synthesis | `about 120` |
| # clk buffers | `0` |
| Peak VDD IR | `0.02218 mV` |
| Post-CTS setup buffers | `0` |
| DRT Pass-1 Iters | `4` |
| Post-synthesis chip area from yosys | `932.1 um^2` |
| DR vias/cell | `5.037` |
| Total of max-cap violations | `0` |
| Hold crit path type | `in2out` |
| DRC | `0` |
| Synthesized area per cell | `7.641 um^2` |
| Final Util | `between 40 and 50%` |
| Post-CTS Resized | `0` |
| CP startpoint kind | `input port` |
| Setup tns final | `0 ns` |
| Final Hold Viols | `0` |
| Register Area | `0 um^2` |
| Routed wire length | `~3000 um` |
| Static Leak | `0.0005688 uW` |
| Pwr/cell area | `between 50 and 60 mW/mm^2` |
| ANT cells | `0` |
| Synth cell count leaders | `16 x ha_1, 10 x nor2_1, 10 x o21ai_0` |
| CP cell instances | `clkdlybuf4s50_1 > ha_1 > fa_1 > a21o_1 > and4_4 > or3_4 > a2111oi_2 > or4b_1 > or4_1 > nor4_2 > clkdlybuf4s50_1` |
| Peak Freq | `0.1136 GHz` |
## where the power goes
group          leakage (uW)  total, uW  switching (uW)  internal [uW]
Clock                     0          0               0              0
Sequential                0          0               0              0
Combinational      0.000569       78.9            31.8           47.1
Total              0.000569       78.9            31.8           47.1
## worst paths after layout
kind | startpoint | to | slack (ns) | depth (start not counted)
max | A[0] | flags[2] | 3.80 | 11
min | A[15] | flags[0] | 6.10 | 4
## layout by cell type (no fill, tap or decap), types with 2 or more instances in the layout
cell and instances:
clkdlybuf4s50_1 51, ha_1 16, o21ai_0 10, nor2_1 10, a21oi_1 9, nand3_1 7, xnor2_1 6, nand2_1 5
nand2b_1 4, nor2b_1 3, a211o_1 3, xor2_1 3, and2_1 2, a21o_1 2, o21a_1 2, or3_1 2
nand3b_1 2, mux2i_1 2, a211oi_1 2
## final cells by class
cell class / count / area [um^2]
fillers: 353 / 1942
well taps: 46 / 57.56
repair buffers: 51 / 510.5
multi-input cells: 118 / 902.1
inverters: 1 / 3.754
## per-layer routing
metal | track usage, % | vias up | wire length, um
li1 | - | 564 | -
met1 | 11.05 | 481 | 1379
met2 | 14.13 | 43 | 1139
met3 | 4.545 | 0 | 437
met4 | 0 | 0 | 0
met5 | 0 | - | 0
## cell families (layout without fill, tap and decap cells)
logic type,count (synthesis),count (layout),synth area share (%)
compound gates,40,40,30.20
xor+xnor,9,9,8.457
fa+ha+maj,17,17,23.62
buf+inv,4,52,3.221
mux,2,2,2.148
other cells,1,1,0.4023
simple gates,49,49,31.95
## per-stage QoR
step	hold WS [ns]	setup WS, ns	cells	power (uW)
floorplan	5.123	4.901	122	39.52
global placement	6.090	3.829	216	79.12
detailed placement	6.109	3.798	216	79.13
CTS	6.115	3.789	216	79.95
global route	6.154	3.576	216	88.23
finish	6.102	3.797	216	78.88
Power figures rest on the tool's default switching activity, not on a simulated workload.
